## /design/flow/run.sh

```bash
#!/bin/bash
# OpenROAD 26Q1-2900-gdf79404cd8, Yosys 0.63+post, stock flow scripts
make -C /OpenROAD-flow-scripts/flow DESIGN_CONFIG=/design/flow/config.mk WORK_HOME=/design/flow/orfs finish
```

## /design/flow/config.mk

```make
export PLATFORM = sky130hd
export DESIGN_NAME = mojo_top
export DESIGN_NICKNAME = mojo_top
export VERILOG_FILES = /design/flow/design.v
export SDC_FILE = /design/flow/constraint.sdc
export NUM_CORES = 4
export LEC_CHECK = 1
export CORE_UTILIZATION = 30
```

## /design/flow/constraint.sdc

```tcl
current_design mojo_top

set clk_period 10.1
set clk_io_pct 0.2

create_clock -name clk0 -period $clk_period [get_ports {clk}]

set non_clock_inputs [all_inputs -no_clocks]
set_input_delay [expr $clk_period * $clk_io_pct] -clock clk0 $non_clock_inputs
set_output_delay [expr $clk_period * $clk_io_pct] -clock clk0 [all_outputs]
```

## /design/flow/design.v

```verilog
`timescale 1ns/1ps
module acc(
   input                   clk,
   input                   nRst,
   input                   rx,
   input                   add,
   input                   clear,
   output reg  [127:0]     big
);
   reg   [127:0]      shift;
   reg               state;
   parameter   WAIT     = 2'h0,
               SHIFT    = 2'h1;
   always @(posedge clk or negedge nRst) begin
      if(!nRst) begin
         shift    <= 0;
         big      <= 0;
         state    <= WAIT;
      end else begin
         case(state)
            WAIT:    case({add,clear})
                        2'b10:   begin
                                    shift <= {rx,shift[127:1]};
                                    state <= SHIFT;
                                 end
                        2'b01:   big <= 0;
                     endcase
            SHIFT:   if(add) begin
                        shift <= {rx,shift[127:1]};
                     end else begin
                        big <= big + shift;
                        shift <= 0;
                        state <= WAIT;
                     end
         endcase
      end
   end
endmodule
module bank(
   input             clk,
   input             nRst,
   input             rx,
   output            tx
);
   wire   [7:0] address [255:0];
   genvar i;
   generate
      for (i=0; i <= 3; i=i+1)  begin: bank
         percept percept_inst (  
            .clk           (clk        ),
            .nRst          (nRst       ),
            .address       (address[i] ),
            .rx            (rx         ),
            .tx            (tx         )
         );  
      end  
   endgenerate
   assign address[0] = 0;
   assign address[1] = 1;
   assign address[2] = 2;
   assign address[3] = 4;
endmodule
module ctrl(
   input             clk,
   input             nRst,
   input       [7:0] data_in,
   input             in,
   input             busy,
   output      [7:0] status, 
   output reg        out,
   output reg        acc,
   output reg        clear,
   output reg  [3:0] sel,
   output            get,
   output reg        send
);
   parameter      OUT_DATA1   = 3'h0,
                  OUT_DATA2   = 3'h1,
                  OUT_RES     = 3'h2,
                  OUT_RES_ADD = 3'h3,
                  LOAD_RES    = 3'h4,
                  MUL         = 3'h5,
                  MUL_ADD     = 3'h6,
                  NO_OP       = 3'h7;
   parameter      ADDRESS        = 5'd0,
                  OPCODE         = 5'd1,
                  DECODE         = 5'd2,
                  DATA1          = 5'd3,
                  DATA2          = 5'd4,
                  DATA3          = 5'd5,
                  DATA4          = 5'd6,
                  RETURN         = 5'd7,  
                  ACC            = 5'd8,
                  ACC_DONE       = 5'd9,
                  STALL          = 5'd10,
                  SEND_ACC_1     = 5'd11, 
                  SEND_ACC_2     = 5'd12,
                  SEND_ACC_3     = 5'd13,
                  SEND_ACC_4     = 5'd14,
                  SEND_ACC_5     = 5'd15, 
                  SEND_ACC_6     = 5'd16,
                  SEND_ACC_7     = 5'd17,
                  SEND_ACC_8     = 5'd18,
                  SEND_ACC_9     = 5'd19, 
                  SEND_ACC_10    = 5'd20,
                  SEND_ACC_11    = 5'd21,
                  SEND_ACC_12    = 5'd22,
                  SEND_ACC_13    = 5'd23, 
                  SEND_ACC_14    = 5'd24,
                  SEND_ACC_15    = 5'd25,
                  SEND_ACC_16    = 5'd26;
   reg   [7:0]    opcode;
   reg   [4:0]    state;
   reg   [8:0]    count;
   assign get = in;
   assign status = 8'h00;
   always @(posedge clk or negedge nRst) begin
      if(!nRst) begin
         state    <= ADDRESS;
         opcode   <= 0;
         send     <= 0;
         count    <= 0;
      end else begin
         clear <= 0;
         case(state)
            ADDRESS: begin
                        acc <= 0;
                        count <= 0;
                        send <= 0;
                        sel <= 0;
                        if(in) begin
                           state <= OPCODE;
                        end
                     end
            OPCODE:  if(in) begin
                        state <= DECODE;
                        opcode <= data_in;
                     end
            DECODE:  case(opcode)
                        OUT_DATA1:  state <= DATA1;
                        OUT_DATA2:  state <= DATA1;
                        OUT_RES:       begin
                                          count <= 0;
                                          send <= 1;
                                          state <= STALL;
                                          clear <= 1;
                                       end
                        OUT_RES_ADD:   begin
                                          count <= 0;
                                          send <= 1;
                                          state <= STALL;
                                       end    
                        default:      begin
                                       send <= 1;
                                       state <= ADDRESS;
                                    end
                     endcase
            DATA1:   if(in)   state <= DATA2;
            DATA2:   if(in)   state <= DATA3;
            DATA3:   if(in)   state <= DATA4;
            DATA4:   if(in) begin
                        send <= 1;
                        state <= ADDRESS; 
                     end
            STALL:           begin
                              clear <= 0;
                              count <= count + 1'b1;
                              if(count == 16) begin
                                 count <= 0;
                                 state <= ACC;
                                 send <= 0;
                              end
                           end
            ACC:           begin
                              acc <= 1;
                              count <= count + 1'b1;
                              if(count == 127) begin
                                 acc <= 0;
                                 state <= ACC_DONE;
                                 send <= 0;
                              end
                           end
            ACC_DONE:   begin
                           out <= 1;
                           state <= SEND_ACC_1;
                        end
            SEND_ACC_1,
            SEND_ACC_2,
            SEND_ACC_3,
            SEND_ACC_4,
            SEND_ACC_5,
            SEND_ACC_6,
            SEND_ACC_7,
            SEND_ACC_8,
            SEND_ACC_9,
            SEND_ACC_10,
            SEND_ACC_11,
            SEND_ACC_12,
            SEND_ACC_13,
            SEND_ACC_14,
            SEND_ACC_15 :    begin
                              out <= 0;
                              acc <= 0;
                              clear <= 0;
                              if(!busy & !out) begin
                                 out <= 1;
                                 sel <= sel + 1'b1;
                                 state <= state + 1'b1;
                              end
                           end
            SEND_ACC_16 :  begin
                              out <= 0;
                              state <= ADDRESS;   
                           end
            default:    state <= ADDRESS;
         endcase
      end
   end
endmodule
module mux(
   input       [127:0]  in,
   input       [3:0]    sel,
   output  [7:0]    out
);
   assign out = 
      (sel == 0)  ?   in[7:0]       :
      (sel == 1)  ?   in[15:8]      :
      (sel == 2)  ?   in[23:16]     :
      (sel == 3)  ?   in[31:24]     :
      (sel == 4)  ?   in[39:32]     :
      (sel == 5)  ?   in[47:40]     :
      (sel == 6)  ?   in[55:48]     :
      (sel == 7)  ?   in[63:56]     :
      (sel == 8)  ?   in[71:64]     :
      (sel == 9)  ?   in[79:72]     :
      (sel == 10) ?   in[87:80]     :
      (sel == 11) ?   in[95:88]     :
      (sel == 12) ?   in[103:96]    :
      (sel == 13) ?   in[111:104]   :
      (sel == 14) ?   in[119:112]   :
                      in[127:120]   ;
endmodule
module pctrl(
   input             clk,
   input             nRst,
   input       [7:0] address,
   input             rx,
   output reg  [2:0] opcode
);
   parameter      OUT_DATA1      = 3'h0,
                  OUT_DATA2      = 3'h1,
                  OUT_RES        = 3'h2,
                  OUT_RES_ADD    = 3'h3,
                  LOAD_RES       = 3'h4,
                  MUL            = 3'h5,
                  MUL_ADD        = 3'h6,
                  NO_OP          = 3'h7;
   parameter      IDLE           = 3'h0,
                  FETCH          = 3'h1,
                  DECODE         = 3'h2,
                  EXECUTE        = 3'h3,
                  WAIT           = 3'h4;
   reg      [3:0]    state;
   reg      [7:0]    shifter;
   reg      [6:0]    count;
   always @(posedge clk or negedge nRst) begin
      if (!nRst) begin
         opcode   <= NO_OP; 
         state    <= IDLE;
         shifter  <= 0;
         count    <= 0;
       end else begin
         count <= count - 1'b1;
         case(state) 
            IDLE:       if(!rx) begin
                           count       <= 8;
                           state       <= FETCH;
                        end
            FETCH:      begin
                           shifter     <= {rx,shifter[7:1]}; 
                           if(count == 0)
                              if(shifter == address) begin
                                 count <= 7'd6;
                                 state <= DECODE;
                              end else begin 
                                 count <= 7'd50;
                                 state <= WAIT;
                              end
                        end
            DECODE:     begin
                           shifter     <= {rx,shifter[7:1]}; 
                           if(count == 0) begin
                              opcode   <= shifter[3:1];      
                              state    <= EXECUTE;
                              case(shifter[3:1])
                                 OUT_RES,
                                 OUT_RES_ADD:   count    <= 7'd127;
                                 default:       count    <= 7'd31;
                              endcase
                           end
                        end
            EXECUTE:    begin
                           if(opcode == MUL)       opcode <= NO_OP;
                           if(opcode == MUL_ADD)   opcode <= NO_OP;
                           if(count == 0) begin 
                              state <= IDLE;
                              opcode <= NO_OP;
                           end
                        end
            WAIT:       begin
                           count <= count - 1'b1;
                           if(count == 1) begin
                              state <= IDLE;
                              shifter <= 0;
                           end 
                        end
            default:    state <= IDLE;
          endcase
       end
   end
endmodule
module pdata(
   input             clk,
   input             nRst,
   input             rx,
   input    [2:0]    opcode,
   output            tx
);
   parameter      SIZE        = 32;
   parameter      OUT_DATA1   = 3'h0,
                  OUT_DATA2   = 3'h1,
                  OUT_RES     = 3'h2,
                  OUT_RES_ADD = 3'h3,
                  LOAD_RES    = 3'h4,
                  MUL         = 3'h5,
                  MUL_ADD     = 3'h6,
                  NO_OP       = 3'h7;
   reg   [SIZE-1:0]        data_1;
   reg   [SIZE-1:0]        data_2;
   reg   [(4*SIZE)-1:0]    acc;
   assign   tx = 
      (opcode == OUT_DATA1  )    ? data_1[0]:
      (opcode == OUT_DATA2  )    ? data_2[0]:
      (opcode == OUT_RES    )    ? acc[0]:
      (opcode == OUT_RES_ADD)    ? acc[0]:
                                 1'bZ; 
   always @(posedge clk or negedge nRst) begin
      if (!nRst) begin
         data_1         <= 0;
         data_2         <= 0;  
         acc            <= 0;
      end else begin
         case(opcode)
            OUT_DATA1:  data_1      <= {rx,data_1[SIZE-1:1]};
            OUT_DATA2:  data_2      <= {rx,data_2[SIZE-1:1]};
            OUT_RES,
            OUT_RES_ADD:    acc     <= {1'b0,acc[(4*SIZE)-1:1]};  
            MUL:        acc         <= data_1*data_2;
            MUL_ADD:    acc         <= acc + (data_1*data_2);
         endcase
      end
   end
endmodule
module percept(
   input             clk,
   input             nRst,
   input [7:0]       address,
   input             rx,
   output            tx
);
   wire  [2:0] opcode;
   pctrl pctrl(
      .clk           (clk        ),
      .nRst          (nRst       ),
      .address       (address    ),
      .rx            (rx         ),
      .opcode        (opcode     )
   );
   pdata pdata(
      .clk           (clk        ),
      .nRst          (nRst       ),
      .rx            (rx         ),
      .opcode        (opcode     ),
      .tx            (tx         )
   );
endmodule
module perceptron(
   input             clk,
   input             nRst,
   input             host_tx,
   output            uart_tx,
   output      [7:0] leds
);
   wire  [127:0] acc_data;
   wire           bank_tx;
   wire           ctrl_acc;
   wire           ctrl_clear;
   wire  [3:0]    ctrl_sel;
   wire  [7:0]    ctrl_data;
   wire           ctrl_good;
   wire           ctrl_get;
   wire           ctrl_send;
   wire  [7:0]    mux_data;
   wire  [7:0]    uart_data;
   wire           uart_good;
   wire           uart_tx_busy;
   reg clk_div;
   always @(posedge clk or negedge nRst) begin
      if(!nRst) begin
         clk_div <= 0;
      end else begin
         clk_div <= ~clk_div;
      end
   end
   uart uart(
      .clk        (clk_div       ),
      .nRst       (nRst          ),
      .transmit   (ctrl_good     ),
      .data_tx    (mux_data      ),
      .rx         (host_tx       ),
      .busy_tx    (uart_tx_busy  ),
      .busy_rx    (              ),
      .recieved   (uart_good     ),
      .data_rx    (uart_data     ),
      .tx         (uart_tx       )
   );
   ctrl ctrl(
      .clk        (clk_div       ),
      .nRst       (nRst          ),
      .data_in    (uart_data     ),
      .in         (uart_good     ),
      .status     (leds          ),
      .busy       (uart_tx_busy  ),
      .out        (ctrl_good     ),
      .acc        (ctrl_acc      ),
      .clear      (ctrl_clear    ),
      .sel        (ctrl_sel      ),
      .get        (ctrl_get      ),
      .send       (ctrl_send     )
   );
   bank bank(
      .clk        (clk_div       ),
      .nRst       (nRst          ),
      .rx         (serial_tx     ),
      .tx         (bank_tx       )
   );
   acc acc(
      .clk        (clk_div       ),
      .nRst       (nRst          ),
      .rx         (bank_tx       ),
      .add        (ctrl_acc      ),
      .clear      (ctrl_clear    ),
      .big        (acc_data      )
   );
   mux mux(
      .in         (acc_data      ),
      .sel        (ctrl_sel      ),
      .out        (mux_data      )
   );
   serial serial(
      .clk        (clk_div       ),
      .nRst       (nRst          ),
      .data       (uart_data     ),
      .send       (ctrl_send     ),
      .get        (ctrl_get      ),
      .tx         (serial_tx     )
   );
endmodule
`timescale 1ns/1ps
module serial(
   input                   clk,
   input                   nRst,
   input       [7:0]       data,
   input                   send,
   input                   get,
   output reg              tx
);
   reg   [47:0]      load;
   reg   [8:0]       count;
   reg               state;
   parameter   LOAD     = 1'h0,
               SEND     = 1'h1;
   always @(posedge clk or negedge nRst) begin
      if(!nRst) begin
         load     <= 0;
         count    <= 0;
         tx       <= 1;
         state    <= LOAD;
      end else begin
         case(state)
            LOAD: begin
                     if(get) begin
                        count <= count + 4'h8;
                        case(count)
                           0:    load[7:0]         <= data;
                           8:    load[15:8]        <= data;
                           16:   load[23:16]       <= data;
                           24:   load[31:24]       <= data;
                           32:   load[39:32]       <= data;
                           40:   load[47:40]       <= data;
                        endcase
                     end
                     if(send) begin
                        tx <= 0;
                        state <= SEND;
                     end
                  end
            SEND: begin
                     if(count == 0) begin
                        state <= LOAD;
                        tx    <= 1;
                     end else begin
                        count <= count - 1'b1;
                        tx    <= load[0];
                        load  <= load >> 1;
                     end
                  end
         endcase
      end
   end
endmodule
module uart(
   input             clk,
   input             nRst,
   input             transmit,    
   input       [7:0] data_tx,     
   input             rx,
   output reg        busy_tx,
   output reg        busy_rx,
   output reg        recieved,    
   output reg  [7:0] data_rx,     
   output reg        tx
);
   parameter   BAUD = 20'd215,       
               BAUD_05 = BAUD / 2,
               RX_IDLE  = 4'h0,
               RX_START = 4'h1,
               RX_1     = 4'h2,
               RX_2     = 4'h3,
               RX_3     = 4'h4,
               RX_4     = 4'h5,
               RX_5     = 4'h6,
               RX_6     = 4'h7,
               RX_7     = 4'h8,
               RX_8     = 4'h9,
               RX_WAIT  = 4'hA,
               TX_IDLE  = 4'h0, 
               TX_START = 4'h1, 
               TX_1     = 4'h2,
               TX_2     = 4'h3,
               TX_3     = 4'h4,
               TX_4     = 4'h5,
               TX_5     = 4'h6,
               TX_6     = 4'h7,
               TX_7     = 4'h8,
               TX_8     = 4'h9,
               TX_WAIT  = 4'hA,
               TX_BUSY  = 4'hB;
   reg [3:0]   state_rx;
   reg [19:0]   count_rx;
   reg [3:0]   state_tx;
   reg [19:0]   count_tx;
   reg [7:0]   shift_tx;
   always @(posedge clk or negedge nRst) begin
      if(!nRst) begin
         count_rx    <= 0;
         data_rx    <= 0;
         busy_rx     <= 0;
         state_rx    <= RX_IDLE;
         count_tx    <= 0;
         shift_tx    <= 0;
         busy_tx     <= 0;
         state_tx    <= TX_IDLE;
         tx          <= 1;
      end else begin
         count_rx <= count_rx + 1'b1;
         case(state_rx)
            RX_IDLE:    begin                                      
                           count_rx    <= 0;
                           recieved    <= 0;
                           if(!rx) begin
                              state_rx <= RX_START;
                              busy_rx  <= 1; 
                           end
                        end
            RX_START:   if(count_rx == BAUD_05) begin              
                           state_rx    <= RX_1;
                           count_rx    <= 0;
                        end
            RX_1, 
            RX_2, 
            RX_3, 
            RX_4, 
            RX_5, 
            RX_6, 
            RX_7:       if(count_rx == BAUD) begin                 
                           data_rx    <= {rx,data_rx[7:1]};
                           count_rx    <= 0;
                           state_rx <= state_rx + 1'b1;
                        end
            RX_8:       if(count_rx == BAUD) begin                 
                           data_rx     <= {rx,data_rx[7:1]};
                           count_rx    <= 0;
                           state_rx    <= RX_WAIT;
                           recieved    <= 1;
                        end
            RX_WAIT:    begin
                           recieved    <= 0;
                           if(rx) begin                            
                              busy_rx     <= 0;
                              state_rx    <= RX_IDLE;
                              count_rx    <= 0;
                           end
                        end
            default:    state_rx       <= RX_IDLE;
         endcase
         count_tx <= count_tx + 1'b1;
         case(state_tx)
            TX_IDLE:    begin                                      
                           count_tx    <= 0;
                           if(transmit) begin
                              shift_tx <= data_tx;
                              state_tx <= TX_1;
                              busy_tx  <= 1;
                              tx       <= 0; 
                           end
                        end
            TX_1, 
            TX_2, 
            TX_3, 
            TX_4, 
            TX_5, 
            TX_6, 
            TX_7,
            TX_8:       if(count_tx == BAUD) begin                 
                           tx          <= shift_tx[0];
                           shift_tx    <= shift_tx >> 1;
                           count_tx    <= 0;
                           state_tx <= state_tx + 1'b1;
                        end
            TX_WAIT:    if(count_tx == BAUD) begin                 
                           state_tx    <= TX_BUSY;
                           tx          <= 1;
                           count_tx    <= 0;
                        end
            TX_BUSY:    if(count_tx == BAUD) begin                 
                           state_tx    <= TX_IDLE;
                           busy_tx     <= 0; 
                        end
            default:    state_tx       <= TX_IDLE;
         endcase
      end
   end
endmodule
module mojo_top(
    input clk,
    input rst_n,
    output[7:0]led,
    output tx,
    input rx
);
wire rst = ~rst_n;  
perceptron perceptron(
   .clk     (clk),
   .nRst    (rst_n),
   .host_tx (rx),
   .uart_tx (tx),
   .leds    (led)
);
endmodule
```

==> metrics.txt <==
# HELP chip_impl_metric Synthesis and place-and-route metrics
# TYPE chip_impl_metric gauge
chip_impl_metric{name="synthMuxAreaShare",unit="%"} 1.68
chip_impl_metric{name="tool_warnings",unit=""} 54
chip_impl_info{name="rr_startpoint",value="perceptron.clk_div"} 1
chip_impl_metric{name="port_buffers",unit=""} 3
chip_impl_metric{name="number_of_antenna_violations_at_the_first_check_in_global_routing",unit=""} 4
chip_impl_metric{name="cts.repair_timing.setup_buffer_count",unit=""} 0
chip_impl_metric{name="pwr_density_cell",unit="mW/mm^2"} 0.714
chip_impl_metric{name="synth_cells",unit=""} 8567
chip_impl_metric{name="grt_use_total",unit="%"} 15.8
chip_impl_metric{name="route.final.wire_length",unit="mm"} 187
chip_impl_metric{name="static-leakage-power",unit="uW"} 0.0367
chip_impl_metric{name="cap_violations",unit=""} 0
chip_impl_metric{name="die_width",unit="um"} 499
chip_impl_metric{name="floorplanUtilization",unit="%"} 30.2
chip_impl_metric{name="cts-hold-fix-buffers",unit=""} 0
chip_impl_metric{name="cp.arrival",unit="ns"} 2.43
chip_impl_info{name="rsz0062_at_grt",value="no"} 1
chip_impl_info{name="startpoint_type",value="input port"} 1
chip_impl_metric{name="synth-compound-area-share",unit="%"} 15.0
chip_impl_metric{name="diodes",unit=""} 0
chip_impl_metric{name="detailed_place_hpwl",unit="mm"} 144
chip_impl_metric{name="ir_drop",unit="uV"} 8.60
chip_impl_metric{name="asyncSetResetFlopFracSynth",unit="%"} 98.7
chip_impl_metric{name="post_synth_xor_area_fraction",unit="%"} 3.45
chip_impl_info{name="hold_path.startpoint",value="perceptron.clk_div"} 1
chip_impl_metric{name="finalHoldViolCount",unit=""} 0
chip_impl_info{name="critPathTopFamily",value="buffers and inverters"} 1
chip_impl_info{name="cp-end-kind",value="async pin"} 1
chip_impl_info{name="rr_endpoint",value="perceptron.clk_div"} 1
chip_impl_info{name="crit_chain",value="buf_8"} 1
chip_impl_metric{name="drt-vias-per-instance",unit=""} 5.05
chip_impl_metric{name="worst_skew_pair.late_latency",unit="ns"} 0
chip_impl_metric{name="synth_flop_count",unit=""} 629
chip_impl_metric{name="timing_max_transition_violations_final",unit=""} 0
chip_impl_metric{name="post-layout-total-power",unit="uW"} 55.2
chip_impl_metric{name="floorplan.io_pins",unit=""} 12
chip_impl_metric{name="cp_slowest_stage_delay",unit="ns"} 0.36
chip_impl_metric{name="gp_congestion",unit=""} 0.957
chip_impl_metric{name="wl_per_cell",unit="um"} 16.4
chip_impl_metric{name="untimed_endpoints",unit=""} 637
chip_impl_info{name="setup.worst_path.end",value="perceptron.clk_div"} 1
chip_impl_metric{name="yosysChipArea",unit="sq mm"} 0.0741
chip_impl_metric{name="yosys.area_share.simple",unit="%"} 18.6
chip_impl_info{name="run_status",value="finished, final reports clean"} 1
chip_impl_metric{name="fa_ha_maj_cells_area_fraction",unit="%"} 32.5
chip_impl_metric{name="post_route_fraction_of_the_period_consumed_by_the_critical_path",unit="%"} 23.5
chip_impl_metric{name="core",unit="sq mm"} 0.246
chip_impl_metric{name="route.antenna.remaining_nets",unit=""} 0
chip_impl_metric{name="clkSlewWorstSetupHoldPaths",unit="ns"} 0
chip_impl_info{name="post_synth_main_logic_family",value="adder cells"} 1
chip_impl_metric{name="clock-skew-final",unit="ns"} 0
chip_impl_metric{name="final_period_minus_worst_setup_slack",unit="ns"} 2.38
chip_impl_metric{name="worstRegToRegCells",unit=""} 1
chip_impl_metric{name="drive_above_1_share",unit="%"} 3.48
chip_impl_metric{name="worst_slew_pin_slew",unit="ns"} 1.03
chip_impl_metric{name="drt-initial-drc-count",unit=""} 3445
chip_impl_metric{name="count_of_unclocked_register_or_latch_pins",unit=""} 628
chip_impl_metric{name="ys_seq_share",unit="%"} 21.3
chip_impl_metric{name="edf_count",unit=""} 8
chip_impl_metric{name="max_slew_margin",unit="%"} 30.9
chip_impl_metric{name="grt_overflow",unit=""} 0
chip_impl_info{name="crit_start",value="rst_n"} 1
chip_impl_metric{name="critical_path_cell_count",unit=""} 1
chip_impl_metric{name="yosysWarningCount",unit=""} 11
chip_impl_metric{name="fillers",unit=""} 24900
chip_impl_metric{name="critPathBufInv",unit=""} 1
chip_impl_metric{name="fp-row-count",unit=""} 182
chip_impl_metric{name="remaining_drc_errors",unit=""} 0
chip_impl_metric{name="vias",unit=""} 57700
chip_impl_metric{name="timing.critical_path.required",unit="ns"} 10.15
chip_impl_metric{name="mappedNetlistArea",unit="sq mm"} 0.0741
chip_impl_metric{name="fin_tns_setup",unit="ns"} 0
chip_impl_info{name="worstSetupPathType",value="input port to async pin"} 1
chip_impl_metric{name="number_of_different_library_cells_in_the_post_synthesis_netlist",unit=""} 97
chip_impl_metric{name="fp.dieH",unit="um"} 499
chip_impl_info{name="crit_slowest_cell",value="sky130_fd_sc_hd__buf_8"} 1
chip_impl_metric{name="dieArea",unit="sq mm"} 0.249
chip_impl_metric{name="drt-pass1-iter-count",unit=""} 7
chip_impl_metric{name="grt_start_max_net_pins",unit=""} 98
chip_impl_metric{name="first_global_vias",unit=""} 58500
chip_impl_metric{name="fmax",unit="MHz"} 421
chip_impl_metric{name="setup.reg_to_reg.worst_slack",unit="ns"} 9.09
chip_impl_metric{name="cts_repair_resize_count",unit=""} 0
chip_impl_metric{name="layout-area-overhead-vs-synth",unit="%"} 4.24
chip_impl_info{name="ys_dominant_reg_cell",value="sky130_fd_sc_hd__dfrtp_1"} 1
chip_impl_metric{name="cp_max_fo",unit=""} 66
chip_impl_metric{name="finalSetupViolations",unit=""} 0
chip_impl_info{name="holdCritPathClass",value="register to register"} 1
chip_impl_metric{name="grt_first_pass_wirelength",unit="mm"} 314
chip_impl_metric{name="syn-mean-instance-area",unit="sq um"} 8.65
chip_impl_metric{name="yosys-stat-cells",unit=""} 8567
[area by class of cell]
class,count,area (sq um),share of cell area [%]
well taps,3220,4030,5.22
inverters,940,3530,4.57
repair buffers,132,1000,1.30
flip-flops and latches,629,15800,20.5
multi-input cells,6487,52900,68.5
[power breakdown]
part | switching, uW | internal [uW] | total (uW)
sequential | 0 | 1.78 | 1.78
clock | 0 | 0 | 0
combinational | 49.7 | 3.65 | 53.4
total | 49.7 | 5.43 | 55.2
[placed cells by master (no fill, tap or decap), types with 165 or more instances in the layout]
master / n
sky130_fd_sc_hd__xnor2_1: 165
sky130_fd_sc_hd__o21ai_0: 506
sky130_fd_sc_hd__fa_1: 898
sky130_fd_sc_hd__nor2_1: 436
sky130_fd_sc_hd__dfrtp_1: 613
sky130_fd_sc_hd__ha_1: 490
sky130_fd_sc_hd__a21oi_1: 554
sky130_fd_sc_hd__inv_1: 937
sky130_fd_sc_hd__and2_1: 594
sky130_fd_sc_hd__nand2_1: 1191
[synth_stat cells, types with 97 or more instances]
cell type | number | area share, %
sky130_fd_sc_hd__fa_1 | 898 | 24
sky130_fd_sc_hd__a21o_1 | 164 | 1.7
sky130_fd_sc_hd__ha_1 | 490 | 8.3
sky130_fd_sc_hd__clkbuf_1 | 488 | 2.5
sky130_fd_sc_hd__nand4_1 | 112 | 0.95
sky130_fd_sc_hd__and2_1 | 594 | 5.0
sky130_fd_sc_hd__nor3_1 | 97 | 0.66
sky130_fd_sc_hd__inv_1 | 937 | 4.7
sky130_fd_sc_hd__nand3_1 | 109 | 0.74
sky130_fd_sc_hd__o21ai_0 | 506 | 3.4
sky130_fd_sc_hd__nand2_1 | 1194 | 6.0
sky130_fd_sc_hd__a21oi_1 | 555 | 3.7
sky130_fd_sc_hd__xor2_1 | 127 | 1.5
sky130_fd_sc_hd__dfrtp_1 | 615 | 21
sky130_fd_sc_hd__xnor2_1 | 165 | 2.0
sky130_fd_sc_hd__nor2_1 | 438 | 2.2
[per-layer routing]
metal  global-route usage (%)  part of all wire (%)  wire (um)
met1                     23.4                    46      86100
met2                     25.0                    47      87300
met3                     3.64                   6.4      11900
met4                     1.62                   1.2       2210
met5                   0.0386                0.0069         13
[worst min path at each step]
| stage | cells after the start | slack [ns] | endpoint |
|---|---|---|---|
| global route | 1 | 0.90 | perceptron.clk_div |
| CTS | 1 | 0.86 | perceptron.clk_div |
| finish | 1 | 0.85 | perceptron.clk_div |
[stage by stage]
stage	cell area, sq um	hold WS [ns]	cells	utilization [%]	worst slack [ns]
final	77200	0.854	11400	31.4	7.72
after global routing	77200	0.902	11400	31.4	7.60
after CTS	77200	0.861	11400	31.4	7.68
after detailed placement	77200	0.860	11400	31.4	7.67
after global placement	77200	0.863	11400	31.4	7.69
after floorplan	74100	1.72	8574	-	2.29
[cells by family (layout without fill, tap and decap cells)]
kind of cell	Yosys count	after routing
AND-OR/OR-AND	1817	1817
XOR/XNOR	292	292
adder cells (fa/ha/maj)	1389	1389
buffers and inverters	1458	1072
flip-flops	629	629
multiplexers	114	114
other	1	8
AND/OR/NAND/NOR	2867	2867
[sequential cells by signal (all words and copies together) (netlist names), 9 cells and up, named ones only]
signal and cells:
perceptron.serial.count 9, perceptron.ctrl.count 9, perceptron.uart.count_tx 20, perceptron.bank.bank.percept_inst.pdata.data_2 32, perceptron.acc.big 128, perceptron.bank.bank.percept_inst.pdata.data_1 32
perceptron.bank.bank.percept_inst.pdata.acc 128, perceptron.acc.shift 128, perceptron.uart.count_rx 20, perceptron.serial.load 48
Power figures rest on the tool's default switching activity, not on a simulated workload.
